==> design/flow/design.v <==
`timescale 1ns / 1ps
module DataMemory #(
	parameter BITS_SIZE = 32,
	parameter MEMORY_SIZE = 256
	) (Address, WriteData, Clk, MemWrite, MemRead, ReadData);
    input [BITS_SIZE - 1:0] Address; 	 
    input [BITS_SIZE - 1:0] WriteData;  
    input Clk;
    input MemWrite; 	
    input MemRead; 		
    output reg[BITS_SIZE - 1:0] ReadData;  
    reg 	[BITS_SIZE - 1:0] 	Memory[0:MEMORY_SIZE - 1];
   		always 	@(posedge Clk)		    
   		begin
			if (MemWrite==1) begin
   				Memory[Address] = WriteData;
			end
   		end
   		always @(posedge Clk)  
   		begin	
   			if	(MemRead == 1) begin
				ReadData = Memory[Address];
			end				
   		end 
endmodule
==> design/flow/run.sh <==
#!/bin/bash
# OpenROAD 26Q1-2900-gdf79404cd8, Yosys 0.63+post, stock flow scripts
make -C /OpenROAD-flow-scripts/flow DESIGN_CONFIG=/design/flow/config.mk WORK_HOME=/design/flow/orfs finish
==> design/flow/config.mk <==
export PLATFORM = sky130hd
export DESIGN_NAME = DataMemory
export DESIGN_NICKNAME = DataMemory
export VERILOG_FILES = /design/flow/design.v
export SDC_FILE = /design/flow/constraint.sdc
export NUM_CORES = 4
export LEC_CHECK = 1
export CORE_UTILIZATION = 30
export SYNTH_MEMORY_MAX_BITS = 65536
==> design/flow/constraint.sdc <==
current_design DataMemory

set clk_period 40.0
set clk_io_pct 0.2

create_clock -name clk0 -period $clk_period [get_ports {Clk}]

set non_clock_inputs [all_inputs -no_clocks]
set_input_delay [expr $clk_period * $clk_io_pct] -clock clk0 $non_clock_inputs
set_output_delay [expr $clk_period * $clk_io_pct] -clock clk0 [all_outputs]
==> Changelog: implementation <==
### Metrics

- Final setup violation count: 0
- Final Hold Viols: 0
- Gpl congestion: 0.8749
- Total GRT Usage: 0.1723
- Status: complete, no violations
- Post-DR vias/cell: 5.080
- Data arrival, critical path: 15.82 ns
- Post-cts gate resize count: 0
- WP buf/inv: 11
- Hold Path Origin: Memory[243][18]
- Worst setup startpoint: Address[0]
- Synth cell types: 21
- Non-Filler Instances: 28280
- R2R setup slack: 36.84 ns
- DPL Wire Length: 477100 µm
- Max-Cap Viols: 0
- PnR worst setup slack: 25.10 ns
- # IOs: 99
- RSZ-0062 raised after global routing: no
- Clock skew: 0.08856 ns
- Vias in the first global route: 160100
- Fraction of registers with async set/reset: 0
- Setup TNS: 0 ns
- M1 GR Usage: 0.1656
- Die Ht: 1017 µm
- Final core utilization: 0.3482
- Crit path DRT: 40.91 ns
- Crit-path most repeated cell: buf_4
- CTS tree: yes
- Row count: 372
- Synth area leader: edfxtp_1
- Fillers: 92740
- Hold slack: 1.042 ns
- Post-place setup slack: 23.58 ns
- Post-route cell area: 357500 µm²
- Period minus WS final: 14.90 ns
- Layout area overhead: 15.59%
- DR pass1 iterations: 8
- Most frequent cells in the layout: 8224 x edfxtp_1, 2048 x mux4_2, 1024 x a22oi_1
- CTS sink count: 8224
- Root buf cell: clkbuf_16
- Overflow after GRT: 0
- Die Span X: 1017 µm
- Layout cells sized above 1: 0.2949
- Worst-margin pin slew: 1.174 ns
- Max-slew headroom: 0.2177
- WL/cell: 29.58 µm
- Core outline area: 1027000 µm²
- Pwr Density: 48.75 nW/µm²
- Worst path max stage delay: 0.70 ns
- Pins Over Slew Limit: 0
- Crit path kind: primary input to flop
- Vias post-DR: 143700
- Dominant Register Cell: edfxtp_1
- Area leader share: 0.7984
- Fmax: 0.06710 GHz
- Largest net degree at the start of global routing: 89
- GR Util met3: 0.1599
- Master of the slowest instance on the critical path: buf_4
- Yosys stat area: 309300 µm²
- Yosys reg bits: 8224
- Post-synthesis instance total: 13090
- CP max FO: 64
- Fin crit share: 0.3726
- Global-route wire length before repair: 1175000 µm
- Yosys Instances: 13090
- Iter 0 DRT Violations: 9530
- CP Launch Type: primary input
- Placed cell count: 26810
- Cell area leaders: edfxtp_1 80%, mux4_2 15%, a22oi_1 2.5%
- Worst skew pair latency: 1.18 ns
- CTS buffer count: 766
- Post-CTS setup buffers: 0
- Seq/Total Area, Yosys: 0.7984
- GRT busiest layer: met2
- Yosys warns: 1
- Most used logic cell in the final layout: edfxtp_1
- Remaining antenna violation count after routing: 0
- Synthesized area: 309300 µm²
- H-Tree Level Count: 6
- Drt drc: 0
- Post-synth EDFFs: 8224
- Synthesized area per cell: 23.64 µm²
- Overall Power: 17.43 mW
- Clock Path Buffers: 4
- M2 GR Usage: 0.2529
- Cts hold-fix bufs: 0
- DIE AREA: 1035000 µm²
- Fp_density: 0.3013
- Routed wire length: 836500 µm
- Setup crit end kind: flop
- Peak supply drop: 0.00004267 V
- Tool Warnings: 50
- Hold Path Class: flop to flop
- Kind of cell adding the most delay to the critical path: buffers and inverters
- CTS clk-pin slew, worst paths: 0.07 ns
- Area after DPL: 333000 µm²
- CP Cell Sequence: buf_16 > buf_4 > buf_4 > buf_12 > buf_4 > buf_4 > buf_4 > buf_4 > buf_4 > mux4_2 > a22oi_1 > a21oi_1 > o41ai_2 > buf_4 > nand4_1 > buf_4
- Number of buffers added on ports: 74
- Initial antenna violation count: 44
- Leakage: 106.8 nW
- RR Startpoint: Memory[27][31]
==> cell usage after synthesis (2+ instances only) <==
master and n:
nor3_1 30, a21oi_1 512, or2_2 2, nand2_1 28, nor2_1 232, buf_2 209
and2_1 3, nand4_1 32, buf_1 64, clkbuf_1 498, o41ai_1 128, mux4_2 2048
buf_4 21, nand3_1 13, nor2b_1 7, nand2b_1 6, buf_6 4, edfxtp_1 8224
a22oi_1 1024
==> metal layers <==
metal / vias up / wire, µm
met4: 42 / 40360
met2: 10040 / 385400
met5: - / 2079
met1: 73520 / 238700
met3: 1387 / 170000
li1: 58700 / -
==> power by group <==
part	switching (mW)	leakage, nW	internal, mW
sequential	0.0192	74.0	9.50
combinational	0.543	21.1	0.274
clock	3.19	11.8	3.91
==> sequential cells by signal, indices dropped and copies added (netlist names) <==
register	cells
Memory	8192
ReadData	32
==> cell type report <==
class                      count  area [µm²]  area share
clock inverter               445        4339     0.01214
tap                        13650       17080     0.04777
multi-input combinational   4066       61930      0.1732
sequential                  8224      247000      0.6907
inverter                       1       3.754  0.00001050
antenna                       80       200.2   0.0005599
timing repair buffer         868        7029     0.01966
clock buffer                 949       20000     0.05595
==> worst paths after layout <==
kind | end | cells after the start
worst max-delay path | ReadData[23] | 16
worst max register to register | ReadData[31] | 6
worst min-delay path | ReadData[18] | 5
worst min register to register | ReadData[18] | 5
==> cell families (layout without fill, tap and decap cells) <==
group / Yosys count / after routing / synth area share
AND-OR/OR-AND: 1664 / 1664 / 0.03676
multiplexers: 2048 / 2048 / 0.1491
AND/OR/NAND/NOR: 354 / 354 / 0.004882
other: 0 / 80 / 0
buffers and inverters: 797 / 2263 / 0.01087
flip-flops: 8224 / 8224 / 0.7984
==> worst register-to-register path: cells and delay by family (launching register included) <==
family	cells	cell delay, ns
multiplexers	1	0.48
flip-flops	1	0.38
AND-OR/OR-AND	3	1.44
buffers and inverters	1	0.28
AND/OR/NAND/NOR	1	0.40
No activity file was given, so power comes from the tool's default toggle rates.
