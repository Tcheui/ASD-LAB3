$ cat /design/flow/constraint.sdc
current_design ProgramCounter

set clk_period 1.0
set clk_io_pct 0.2

create_clock -name clk0 -period $clk_period [get_ports {Clk}]

set non_clock_inputs [all_inputs -no_clocks]
set_input_delay [expr $clk_period * $clk_io_pct] -clock clk0 $non_clock_inputs
set_output_delay [expr $clk_period * $clk_io_pct] -clock clk0 [all_outputs]
$ cat /design/flow/design.v
`timescale 1ns / 1ps
module ProgramCounter #(parameter BITS_SIZE = 32) (PCNext, PCResult, Reset, Clk);
	input       [BITS_SIZE - 1:0]  PCNext;
	input               Reset, Clk;
	output reg  [BITS_SIZE - 1:0]  PCResult;
	initial begin
		PCResult <= {BITS_SIZE{1'b0}};  
	end
    always @(posedge Clk)
    begin
    	if (Reset == 1)
    	begin
    		PCResult <= {BITS_SIZE{1'b0}};
    	end
    	else
    	begin
			PCResult <= PCNext;
    	end
    end
endmodule
$ cat /design/flow/config.mk
export PLATFORM = sky130hd
export DESIGN_NAME = ProgramCounter
export DESIGN_NICKNAME = ProgramCounter
export VERILOG_FILES = /design/flow/design.v
export SDC_FILE = /design/flow/constraint.sdc
export NUM_CORES = 4
export LEC_CHECK = 1
export CORE_AREA = 10 10 102 102
export DIE_AREA = 0 0 112 112
$ cat /design/flow/run.sh
#!/bin/bash
# OpenROAD 26Q1-2900-gdf79404cd8, Yosys 0.63+post, stock flow scripts
make -C /OpenROAD-flow-scripts/flow DESIGN_CONFIG=/design/flow/config.mk WORK_HOME=/design/flow/orfs finish
==> flow_summary.html <==
<h2>Synthesis and place &amp; route</h2>
<table>
<tr><th>Metric</th><th>Value</th></tr>
<tr><th colspan="2">Run status</th></tr>
<tr><td>Run status</td><td>finished clean</td></tr>
<tr><th colspan="2">Critical path</th></tr>
<tr><td>Data required time at the worst endpoint</td><td>approximately 0.80 ns</td></tr>
<tr><td>Arrival time of the worst setup path</td><td>0.76 ns</td></tr>
<tr><td>Slowest cell on crit path</td><td>sky130_fd_sc_hd__dfxtp_2</td></tr>
<tr><td>Startpoint-to-endpoint class of the critical path</td><td>register to primary output</td></tr>
<tr><td>Largest incremental delay on the critical path</td><td>between 0.3 and 0.4 ns</td></tr>
<tr><td>Top Family by Delay on Critical Path</td><td>flip-flops</td></tr>
<tr><td>Cells traversed along the worst timing path</td><td>clkdlybuf4s15_1</td></tr>
<tr><td>Kind of capture point of the worst setup path</td><td>primary output</td></tr>
<tr><td>Crit path buffers/inverters</td><td>1</td></tr>
<tr><td>Critical Path Start Type</td><td>register</td></tr>
<tr><td>CP Max Fanout</td><td>1</td></tr>
<tr><th colspan="2">Yosys</th></tr>
<tr><td>Post-Synthesis Cells</td><td>roughly 67</td></tr>
<tr><td>Fraction of post-synthesis cell area in the top cell type by area</td><td>0.742</td></tr>
<tr><td>Sequential cell area fraction in the yosys report</td><td>0.742</td></tr>
<tr><td>Number of warnings reported in the yosys synthesis log</td><td>1</td></tr>
<tr><td>Top cells by area, synth</td><td>sky130_fd_sc_hd__dfxtp_1 (74%), sky130_fd_sc_hd__nor2b_1 (23%), sky130_fd_sc_hd__buf_4 (2.6%)</td></tr>
<tr><td>Post-synthesis register bit count</td><td>32</td></tr>
<tr><td>Average cell area after synthesis</td><td>12.9 µm²</td></tr>
<tr><td>Yosys stat area</td><td>approximately 860 µm²</td></tr>
<tr><td>Distinct lib cells used</td><td>3</td></tr>
<tr><td>Cell Area, Synth</td><td>around 860 µm²</td></tr>
<tr><td>Yosys cell count</td><td>67</td></tr>
<tr><td>Library cell occupying the most area in the post-synthesis netlist</td><td>sky130_fd_sc_hd__dfxtp_1</td></tr>
<tr><th colspan="2">Route</th></tr>
<tr><td>Met1 WL</td><td>between 1 and 1.5 mm</td></tr>
<tr><td>Top Metal Used</td><td>met3</td></tr>
<tr><td>Antenna cell count</td><td>0</td></tr>
<tr><td>Met2 WL</td><td>1.29 mm</td></tr>
<tr><td>Residual DRC</td><td>0</td></tr>
<tr><td>Ratio of routed vias to standard cells</td><td>2.78</td></tr>
<tr><td>Pre-Repair DR Iteration Count</td><td>2</td></tr>
<tr><td>Detail-routed net length per standard cell</td><td>11.3 µm</td></tr>
<tr><td>Vias post-DR</td><td>678</td></tr>
<tr><td>Routed wire length on met3</td><td>just over 300 µm</td></tr>
<tr><td>Aggregate routed wire length</td><td>2.77 mm</td></tr>
<tr><td>Number of DRC markers in iteration 0</td><td>11</td></tr>
<tr><td>Residual antenna-violating net count after detailed routing</td><td>0</td></tr>
<tr><th colspan="2">Die</th></tr>
<tr><td>Die height</td><td>between 100 and 150 µm</td></tr>
<tr><td>Core area</td><td>0.00822 mm²</td></tr>
<tr><td>Total Die Area</td><td>roughly 0.013 mm²</td></tr>
<tr><td>Row count</td><td>33</td></tr>
<tr><td>Floorplan-stage core utilization</td><td>0.105</td></tr>
<tr><td>Width of the die</td><td>112 µm</td></tr>
<tr><td>I/O pin count</td><td>66</td></tr>
<tr><th colspan="2">CTS</th></tr>
<tr><td>Clock tree from TritonCTS</td><td>done</td></tr>
<tr><td># Post-CTS Setup Buffers</td><td>0</td></tr>
<tr><td>Clock-pin slew on the worst setup and hold paths</td><td>0.07 ns</td></tr>
<tr><td>Clock Tree Buf Depth</td><td>2</td></tr>
<tr><td>Total CTS buffers</td><td>5</td></tr>
<tr><td>Clock Root Buffer</td><td>sky130_fd_sc_hd__clkbuf_8</td></tr>
<tr><td>Clock net sink count</td><td>32</td></tr>
<tr><td>Number of H-tree levels</td><td>2</td></tr>
<tr><th colspan="2">Run</th></tr>
<tr><td>Total number of warnings across the stage logs</td><td>25</td></tr>
<tr><td>Maxcap violations</td><td>0</td></tr>
<tr><th colspan="2">Timing</th></tr>
<tr><td>Max-slew headroom at the worst pin</td><td>0.865</td></tr>
<tr><td>Fmax</td><td>1040 MHz</td></tr>
<tr><td>Final hold violation count</td><td>0</td></tr>
<tr><td>Number of max-slew violations in the final report</td><td>0</td></tr>
<tr><td>Setup tns final</td><td>0 ns</td></tr>
<tr><td>Setup repair after global routing missed its margin</td><td>no</td></tr>
<tr><td>Final-report setup violation count</td><td>0</td></tr>
<tr><td>Tmin final</td><td>between 0.9 and 1 ns</td></tr>
<tr><td>Final setup slack of the worst path</td><td>0.0402 ns</td></tr>
<tr><td>Final worst path period share</td><td>0.960</td></tr>
<tr><td>Slew of the pin with the lowest slew margin</td><td>0.202 ns</td></tr>
<tr><td>Post-route worst hold slack</td><td>0.464 ns</td></tr>
<tr><th colspan="2">Power and ir drop</th></tr>
<tr><td>Total power</td><td>2850 µW</td></tr>
<tr><td>Peak supply drop</td><td>0.612 mV</td></tr>
<tr><td>Static leakage</td><td>0.000687 µW</td></tr>
<tr><td>Cell area power density</td><td>1680 mW/mm²</td></tr>
<tr><th colspan="2">Global route</th></tr>
<tr><td>Global-route total usage across every layer</td><td>0.0419</td></tr>
<tr><td>Vias in the first global route</td><td>712</td></tr>
<tr><td>First-pass GRT wire length</td><td>4.23 mm</td></tr>
<tr><td>Pin count of the biggest net entering global routing</td><td>21</td></tr>
<tr><td>GRT overflow</td><td>0</td></tr>
<tr><td>Number of antenna violations at the first check in global routing</td><td>0</td></tr>
<tr><th colspan="2">Cells and area</th></tr>
<tr><td>Share of post-route cells with drive strength above 1</td><td>0.281</td></tr>
<tr><td>Leading cell type in the layout, fill and taps excluded</td><td>sky130_fd_sc_hd__clkdlybuf4s50_1</td></tr>
<tr><td>Top flop regs</td><td>PCResult x32</td></tr>
<tr><td>Final cell count without fillers</td><td>around 240</td></tr>
<tr><td>Final-layout fill cell count</td><td>893</td></tr>
<tr><td>Reg with most FFs</td><td>PCResult</td></tr>
<tr><td>Synth-to-layout area growth</td><td>97.1%</td></tr>
<tr><td>Max reg flops</td><td>32</td></tr>
<tr><td>Dominant logic cell types in the final layout</td><td>sky130_fd_sc_hd__clkdlybuf4s50_1 (33), sky130_fd_sc_hd__nor2b_1 (32), sky130_fd_sc_hd__dfxtp_1 (19), sky130_fd_sc_hd__clkdlybuf4s15_1 (15), sky130_fd_sc_hd__clkbuf_2 (14)</td></tr>
<tr><th colspan="2">Placed design</th></tr>
<tr><td>Count of input and output buffers</td><td>65</td></tr>
<tr><td>Number of placed instances, taps included</td><td>236</td></tr>
<tr><td>Setup Slack @ Placement</td><td>-0.142 ns</td></tr>
<tr><td>Global placer's final weighted congestion</td><td>0.679</td></tr>
<tr><th colspan="2">Worst hold path</th></tr>
<tr><td>Hold Crit Class</td><td>primary input to register</td></tr>
</table>
==> report_power, final <==
part           total [µW]  internal [µW]  switching [µW]
combinational         278            216            62.6
clock                1210            739             473
sequential           1360           1350            16.0
==> per-stage QoR <==
| stage | util | instance area [µm²] |
|---|---|---|
| global placement | 0.202 | 1660 |
| floorplan | - | 863 |
| CTS | 0.214 | 1760 |
| finish | 0.207 | 1700 |
| global route | 0.207 | 1700 |
| detailed placement | 0.202 | 1660 |
==> layer usage <==
layer  global-route usage  vias to the layer above
met1               0.0500                      303
met3               0.0261                        0
met4              0.00423                        0
li1                     -                      340
met5                    0                        -
met2               0.0653                       35
==> cells in the mapped netlist <==
| cell type | instances |
|---|---|
| sky130_fd_sc_hd__dfxtp_1 | 32 |
| sky130_fd_sc_hd__buf_4 | 3 |
| sky130_fd_sc_hd__nor2b_1 | 32 |
==> what timing repair did <==
item,in CTS,in global routing
hold buffers,0,0
resized,71,26
hold endpoints to repair,0,0
endpoints found under the setup margin,32,19
==> final timing paths <==
| kind | from | endpoint | slack (ns) | depth (start not counted) |
|---|---|---|---|---|
| setup / recovery | PCResult[23]$_SDFF_PP0_ | PCResult[23] | 0.04 | 1 |
| hold / removal | PCNext[5] | PCResult[5]$_SDFF_PP0_ | 0.46 | 2 |
==> final cells by class <==
type / count / area (µm²) / share of cell area
clock buffer: 6 / 72.6 / 0.0426
clock inverter: 2 / 35.0 / 0.0206
multi-input combinational: 32 / 200 / 0.118
sequential: 32 / 657 / 0.386
tap: 105 / 131 / 0.0772
timing repair buffer: 67 / 606 / 0.356
==> kinds of logic after synthesis <==
group / Yosys count / synth area share
buf+inv: 3 / 0.0261
flops: 32 / 0.742
simple gates: 32 / 0.232
Power and IR drop assume default switching activity.
